## ./run.sh

```bash
#!/bin/bash
# OpenROAD 26Q1-2900-gdf79404cd8, Yosys 0.63+post, stock flow scripts
make -C /OpenROAD-flow-scripts/flow DESIGN_CONFIG=/design/flow/config.mk WORK_HOME=/design/flow/orfs finish
```

## ./config.mk

```make
export PLATFORM = sky130hd
export DESIGN_NAME = i2c_register_file
export DESIGN_NICKNAME = i2c_register_file
export VERILOG_FILES = /design/flow/design.v
export SDC_FILE = /design/flow/constraint.sdc
export NUM_CORES = 4
export LEC_CHECK = 1
export CORE_UTILIZATION = 50
```

## ./constraint.sdc

```tcl
current_design i2c_register_file

set clk_period 3.3
set clk_io_pct 0.2

create_clock -name clk0 -period $clk_period [get_ports {clk}]

set non_clock_inputs [all_inputs -no_clocks]
set_input_delay [expr $clk_period * $clk_io_pct] -clock clk0 $non_clock_inputs
set_output_delay [expr $clk_period * $clk_io_pct] -clock clk0 [all_outputs]
```

## ./design.v

```verilog
module i2c_register_file( 
			read1,
			read2,
			sr1,
			sr2,
			dr,
			write,
			en,
			clk,
			reset	);
parameter word_size = 8;	 
parameter address_line = 8;
output [word_size-1:0] read1,read2;
input [address_line-1:0]sr1,sr2,dr;
input [word_size-1:0]write;
input en,clk,reset;
integer k;
reg [word_size-1:0] regfile[0:word_size-1];
assign read1 = regfile[sr1];
assign read2 = regfile[sr2];
always @ (posedge clk)
begin
	if (reset) begin
		for (k=0;k<255;k=k+1)begin
			regfile[k] <= 0;
		end
		end
		else begin
			if (en)
				regfile[dr] <= write;
		end			
end 
endmodule 
```

==> git commit body <==
Log flow metrics for this revision

- The run finished with clean final reports.
- Part of the Yosys area used for sequential elements: a little over half
* Top flop regs: regfile x64
* Actual transition at the worst max-transition pin: slightly below 0.8 ns
- Per the CTS log, the buffer count on the longest clock path is 2.
- From synthesis to final layout, the design area changed by 21.2%.
* Placement Cell Area: about 4000 um2
* Iteration-0 DRC Markers: about 120
- Core outline area: ~6800 um2
* Final HPWL from detailed placement: around 5.0 mm
- The floorplan has 30 rows.
* Final setup violation count: 0
- After synthesis, the netlist uses 17 different library cells.
* Setup slack at placement: -0.0159 ns
* Vertical die dimension: 86.0 um
- Layout cell share with drive strength beyond 1: a little under 20%
- The routed layout has between 2000 and 2500 vias.
- Kind of cell with the highest combined delay on the critical path: buffers and inverters
- Per the gpl log, the routability congestion estimate is about 0.80.
- The H-tree generated during clock tree synthesis spans 3 levels.
- For the finished layout, the period the worst path requires is approximately 3.2 ns.
* Setup repair after global routing missed its margin: false
- Wire length reported by the detailed router: roughly 8.2 mm
- Final Hold Fails: 0
- Tool warning count: roughly 40
* Cells traversed along the worst timing path: dlygate4sd2_1, bufbuf_16, mux4_1, mux2_2, clkdlybuf4s50_1
* Cell area after technology mapping: around 3500 um2
- According to the floorplan report, the die width is 86.0 um.
- Using the TritonRoute via totals, the vias-per-cell ratio works out to around 6.1.
* Post-route worst setup slack: about 0.15 ns
* HP Class: in -> reg
* Standby leakage power: around 1.4 nW
* Minimum hold slack: between 1 and 1.5 ns
* Final Util: between 60 and 70%
- Ranked by flip-flop count, first place goes to regfile.
- Antenna viol nets, final: 0
* Seq cells post-synth: 64
- Per the final report, max-transition violations number 0.
* Largest net degree at the start of global routing: 22
- The area recorded from the Yosys report for this design is roughly 3500 um2.
- Overall power consumption after layout is estimated at about 1.9 mW.
- Among all stages on the critical path, the maximum delay recorded is roughly 0.55 ns.
* Clk sinks: 64
* Cell count in the Yosys report: between 200 and 250
* CP max FO: 8
- Highest clock frequency the design can meet: 317 MHz
- The warning tally printed by Yosys for this design is 1.
* Filler cell count: between 400 and 500
- In the routed netlist, the antenna diode instances number 0.
- Worst max-slew margin expressed relative to the limit: 48.6%
- Along the critical path, the tally of buffer and inverter instances is 3.
- Average cell area after synthesis: approximately 16 um2
- Gate count of the mapped netlist: approximately 220
* Clock slew at reported path FFs: about 0.06 ns
* Data arrival time at the worst-slack endpoint: around 2.5 ns
- Leaving out filler cells and counting taps, the final layout contains about 360.
- Number of detailed-routing iterations run before antenna repair: 4
- Critical Setup Path Class: in -> out
* Die area: 7390 um2
- Number of global-route vias before repair: 2336
- Fin area: roughly 4300 um2
- Dividing the detail-routed wire length by the instance count gives 22.5 um.
- Number of buffers inserted by port buffering: 35
* Sum of negative setup slack: 0 ns
- CTS tree: done
- The DRC violation total left in the routed layout is recorded as 0.
* Number of hold buffers added after CTS: 0
* Clk root buf: sky130_fd_sc_hd__clkbuf_8
- Flip-flop count of the largest register after layout: ~64
* Crit path required time: roughly 2.6 ns
- The slowest stage of the critical path belongs to the cell sky130_fd_sc_hd__mux4_1.
- Worst Setup Start Kind: input pin
- The first global-routing pass estimated roughly 12 mm of wire.
- Total routing resource utilization after global routing: 26.0%
- VDD IR max: between 0.0002 and 0.0003 V
- Power density relative to cell area: around 440 nW/um2
- Tcrit/Tclk final: a little over nine tenths
- Residual overflow from global routing: 0
* Antenna violations before repair: 0
* FP Util: between 50% and 60%
- Max-cap violations in this run came to 0.
- I/O pin count: roughly 51
- Crit path capture type: primary output
- Clock tree synthesis inserted a total of 9 buffers.
* Placed insts: 346
cell usage in the layout (no fill, tap or decap):
master / netlist / routed
sky130_fd_sc_hd__mux4_2: 3 / 3
sky130_fd_sc_hd__bufbuf_16: 0 / 2
sky130_fd_sc_hd__nor3_1: 64 / 64
sky130_fd_sc_hd__clkdlybuf4s50_1: 0 / 33
sky130_fd_sc_hd__clkbuf_8: 0 / 9
sky130_fd_sc_hd__o21bai_1: 8 / 8
sky130_fd_sc_hd__buf_4: 0 / 14
sky130_fd_sc_hd__edfxtp_1: 64 / 64
sky130_fd_sc_hd__nand2b_1: 2 / 2
sky130_fd_sc_hd__nand2_1: 1 / 1
sky130_fd_sc_hd__clkinv_1: 8 / 11
sky130_fd_sc_hd__or2_2: 1 / 1
sky130_fd_sc_hd__dlygate4sd2_1: 0 / 2
sky130_fd_sc_hd__or3b_2: 1 / 1
sky130_fd_sc_hd__mux2_2: 16 / 16
sky130_fd_sc_hd__nand3b_1: 1 / 1
sky130_fd_sc_hd__mux4_1: 29 / 29
sky130_fd_sc_hd__buf_12: 2 / 4
sky130_fd_sc_hd__clkinv_2: 0 / 2
sky130_fd_sc_hd__bufinv_16: 0 / 1
cells by family after synthesis:
family                 Yosys count  share of synthesized area, %
buffers and inverters           32                          4.97
and+or+nand+nor                 70                          10.2
muxes                           48                          28.6
AOI/OAI and AO/OA                8                          1.70
DFF                             64                          54.5
cell usage after synthesis:
| cell | count | share of area, % |
|---|---|---|
| sky130_fd_sc_hd__o21bai_1 | 8 | 1.7 |
| sky130_fd_sc_hd__clkinv_1 | 8 | 0.85 |
| sky130_fd_sc_hd__buf_6 | 2 | 0.64 |
| sky130_fd_sc_hd__buf_2 | 6 | 0.85 |
| sky130_fd_sc_hd__edfxtp_1 | 64 | 55 |
| sky130_fd_sc_hd__nand2_1 | 1 | 0.11 |
| sky130_fd_sc_hd__nand3b_1 | 1 | 0.21 |
| sky130_fd_sc_hd__buf_1 | 4 | 0.43 |
| sky130_fd_sc_hd__or3b_2 | 1 | 0.25 |
| sky130_fd_sc_hd__or2_2 | 1 | 0.18 |
| sky130_fd_sc_hd__mux4_2 | 3 | 1.9 |
| sky130_fd_sc_hd__nor3_1 | 64 | 9.1 |
| sky130_fd_sc_hd__mux4_1 | 29 | 22 |
| sky130_fd_sc_hd__clkbuf_1 | 10 | 1.1 |
| sky130_fd_sc_hd__buf_12 | 2 | 1.1 |
| sky130_fd_sc_hd__mux2_2 | 16 | 5.1 |
| sky130_fd_sc_hd__nand2b_1 | 2 | 0.35 |
worst paths after layout:
kind / slack (ns) / end / from / depth (start not counted)
max: 0.15 / read2[3] / sr2[0] / 5
min: 1.12 / regfile[0][2]$_SDFFCE_PN0P_ / write[2] / 3
final cells by class:
type / count / area, um2 / share of cell area (%)
sequential: 64 / 1920 / 45.0
multi-input combinational: 126 / 1430 / 33.4
timing repair buffer: 55 / 598 / 14.0
clock buffer: 9 / 124 / 2.90
tap: 96 / 120 / 2.81
clock inverter: 6 / 51.3 / 1.20
inverter: 8 / 30.0 / 0.703
routing by layer:
metal  part of all wire (%)  up-vias  track usage, %
li1                       -     1017               -
met1                     34     1074            33.0
met2                     53      127            43.9
met3                     12       13            12.1
met4                    1.6        0            4.70
met5                      0        -               0
timing repair:
| item | CTS | global route |
|---|---|---|
| gates resized | 2 | 0 |
| endpoints found under the setup margin | 7 | 0 |
| buffers inserted | 1 | 0 |
where the power goes:
group,internal [mW],switching (mW)
Sequential,0.946,0.0209
Combinational,0.185,0.126
Clock,0.334,0.265
Power is estimated from default activity; no workload was simulated.
