$ cat /design/flow/run.sh
#!/bin/bash
# OpenROAD 26Q1-2900-gdf79404cd8, Yosys 0.63+post, stock flow scripts
make -C /OpenROAD-flow-scripts/flow DESIGN_CONFIG=/design/flow/config.mk WORK_HOME=/design/flow/orfs finish
$ cat /design/flow/config.mk
export PLATFORM = sky130hd
export DESIGN_NAME = i2c_master_slave
export DESIGN_NICKNAME = i2c_master_slave
export VERILOG_FILES = /design/flow/design.v
export SDC_FILE = /design/flow/constraint.sdc
export NUM_CORES = 4
export LEC_CHECK = 1
export CORE_UTILIZATION = 30
$ cat /design/flow/constraint.sdc
current_design i2c_master_slave

set clk_period 5.1
set clk_io_pct 0.2

create_clock -name clk0 -period $clk_period [get_ports {clk_50}]

set non_clock_inputs [all_inputs -no_clocks]
set_input_delay [expr $clk_period * $clk_io_pct] -clock clk0 $non_clock_inputs
set_output_delay [expr $clk_period * $clk_io_pct] -clock clk0 [all_outputs]
$ cat /design/flow/design.v
module i2c_master_slave (sda,
			scl,
			clk_50,
			reset,
			state_reset,
			mode);
inout sda;
output reg scl;
input clk_50;
input reset;
input state_reset;
input mode;
integer count;						 
integer bitcounter;					 
integer delay;						 
reg sda_en;						 
reg sda_in;						 
reg sda_out;						 
reg clk_200=0;						 
reg [3:0] state,next;					 
reg [7:0] slave_address=8'b1101000_0;			 
reg [7:0] slave_address_read=8'b1101000_1;		 
reg [7:0] data=8'b11110000;				 
reg [7:0] register_address=8'b00111000;			 
parameter idle=4'b0000;
parameter start=4'b0001;
parameter slave_addrs=4'b0010;
parameter sending_addrs=4'b0011;
parameter ack_addrs=4'b0100;
parameter reg_nos=4'b0101;
parameter sending_reg_no=4'b0110;
parameter ack_reg_data=4'b0111;
parameter start_repeat=4'b1000;
parameter slave_addrs_repeat=4'b1001;
parameter sending_slave_repeat=4'b1010;
parameter ack_addrs_repeat=4'b1011;
parameter datas=4'b1100;
parameter sending_data=4'b1101;
parameter ack_data=4'b1110;
parameter stop=4'b1111;
assign sda=(sda_en==1'b0) ? sda_in : 1'bz;				 
assign sda=(sda_en==1'b0) ? 1'bz:sda_out;				 
always @ (posedge clk_50)
begin
	if (reset) begin
		count<=0;
		clk_200<=0;
		delay<=0;		
	end
	else if (count>2)begin
		clk_200<=~clk_200;
		count<=0;
	end
	else	
		count<=count+1;
end
always @ (posedge clk_200 or negedge state_reset)
begin
	if (!state_reset)
		state<=idle;
	else begin
		state<=next;
		delay<=delay+1;
	end	
end
always @(state or delay & mode==1 )
begin
	case (state)
		idle:begin
			scl= 1'b1;
			sda_en= 1'b0;
			sda_in=1'b1;
			next=start;
		end	
		start:begin
			scl=#1 1'b1;
			sda_en= #1 1'b0;
			if (delay==2) begin
			sda_in= 1'b0;
			next=start;
			end
			else if (delay==3)begin
			scl=1'b0;
			bitcounter=8;
			delay=0;
			next=slave_addrs;
			end
			else begin
			next=start;end
		end
		slave_addrs: begin
			scl=#1 1'b0;
			if (delay==2)begin
			sda_in= slave_address[7];
			delay=0;
			next=sending_addrs;
			end
			else next=slave_addrs;
		end
		sending_addrs:begin
			scl=#1 1'b1;
			if (bitcounter-1>=0)begin
				slave_address=slave_address<<1;
				bitcounter=bitcounter-1;
				next=slave_addrs;
			end
			else begin
				bitcounter<=8;
				next=ack_addrs;
			end
			end
		ack_addrs:begin
			scl=#1 1'b0;
			sda_en= 1'b1;
			sda_out= 1'b0;
			bitcounter=8;
			next=reg_nos;	
		end	
		reg_nos: begin
			scl=#1 1'b0;
			sda_en=#1 1'b0;
			if (delay==3)begin
			sda_in= register_address[7];
			delay=0;
			next=sending_reg_no;
			end
			else
			next=reg_nos;
		end
		sending_reg_no:begin
			scl=#1 1'b1;
			if (bitcounter-1>=0)begin
				register_address=register_address<<1;
				bitcounter=bitcounter-1;
				next=reg_nos;
			end
			else begin
				bitcounter<=8;
				next=ack_reg_data;
			end
		end
		ack_reg_data:begin
			scl=#1 1'b0;
			sda_en=#1  1'b1;
			sda_out=#1 1'b0;
			bitcounter=8;
			next=datas;
		end
		datas:begin
			scl=#1 1'b0;
			sda_en=#1 1'b0;
			if (delay==3)begin
			sda_in=data[7];
			delay=0;
			next=sending_data;
			end
			else
			next=datas;
		end
		sending_data:begin
			scl=#1 1'b1;
			if (bitcounter-1>=0)begin
				data=data<<1;
				bitcounter=bitcounter-1;
				next=datas;
			end
			else begin
				bitcounter<=8;
				next=ack_data;
			end
		end
		ack_data:begin
			scl=#1 1'b0;
			sda_en=#1  1'b1;
			sda_out=#1 1'b0;
			delay=0;
			next=stop;
		end
		stop: begin
			if (delay==2)begin
			scl=1'b1;
			sda_en=#1 1'b0;
			next=stop;
			end
			else if (delay==3)begin
			sda_in=1'b1;
			delay=0;
			next = idle;
			end
			else next = stop;
		end	
	endcase
end
endmodule 
==> results.toml <==
# physical design summary
[critical_path]
ff2ff_setup_slack_ns = 2.88
required_ns = 5.27
reg2reg_depth = 6
cp-end-kind = "register"
rr_startpoint = "count[2]"
regToRegEndpoint = "count[27]"
criticalPathCategory = "register to register"
arrival_ns = 2.39
crit_path_max_fanout = 7
start_kind = "register"

[logic_synthesis]
synth-edff-count = 0
numSynthFlops = 74
synthCells = 361
ys_cells = 361
synth_cell_types = 50
ys_warn_count = 330
syn_area_per_cell_sq_um = 8.540
postSynth.asyncResetShare_pct = 5.405
flop_cell = "dlxtn_1"
syn_area_sq_mm = 0.003083
yosys_area_sq_mm = 0.003083

[final_timing]
final_max_slew_viol_count = 0
fin_tns_setup_ns = 0
max_slew_margin_pct = 64.08
setup_viol = 0
untimed_endpoints = 41
hold-worst-slack_ns = 0.4700
unclocked_regs = 41
hold_viol = 0
tightest_slew_ns = 0.5339
period_used_pct = 43.56
fin_skew_ns = 0.006084
fmax_mhz = 450.1
rsz0062_at_grt = "no"
min_period_ns = 2.222

[power]
switchingPower_uw = 137.7
p_total_uw = 548.0
vdd_drop_max_v = 0.0001524
seqPwrFrac_pct = 54.9
internal_power_uw = 410.3
switching_share_pct = 25.13
power.density_mw_per_mm2 = 164.3
comb_power_share_pct = 9.9
p_leak_uw = 0.001172
pwr-share-clk_pct = 35.2

[floorplan]
dieHeight_um = 103.4
dieArea_sq_mm = 0.01069
rows = 36
pin_count = 6
fp-utilization_pct = 31.25
core_area_sq_mm = 0.009864
die_w_um = 103.4

[detailed_routing]
top_layer = "met4"
via_per_inst = 4.497
antennaDiodeCount = 0
via_count = 2235
m1WireLength_mm = 2.643
wl_met3_um = 68
met2_length_mm = 2.040
drc_errors = 0
drtAntennaViolNets = 0
drt_iter0_markers = 56
dr.pass1.iters = 4
wire_per_inst_um = 9.746
routed_wl_mm = 4.844

[global_routing]
grt_pass1_wl_mm = 8.845
grt_usage_pct = 10.19
grt_pass1_vias = 2022
grt.overflow.total = 0
grt_max_degree = 33
antenna_found_initial = 0

[run]
max_cap_viol_count = 0
warning_count = 27

[clock_network]
clockRootBuffer = "clkbuf_8"
cts_setup_buffers = 0
holdBufCountCts = 0
cts-resized-gates = 0
clk_pin_slew_ns = 0.06
max-clock-path-buffers = 2
numCtsBuffers = 5
clock_latency_ns = 0.28
cts_tree = "yes"
cts_htree_levels = 2

[placement]
post-dp-hpwl_mm = 3.478
gp_congestion = 0.8166
io_buffers = 3

[worst_hold_path]
whs_path_depth = 1
whs_endpoint = "count[31]"
worstHoldStart = "count[31]"
holdCritPathClass = "register to register"

[cells_and_area]
drive_gt1_share_pct = 7.967
fin_util_pct = 33.80
synthToLayoutAreaGrowth_pct = 8.158

[outcome]
status = "complete, no violations"
worst max-delay path by stage:
| stage | endpoint | depth (start not counted) | from | slack, ns |
|---|---|---|---|---|
| CTS | count[27] | 6 | count[2] | 2.91 |
| global route | count[27] | 6 | count[2] | 2.82 |
| finish | count[27] | 6 | count[2] | 2.88 |
area by class of cell:
class	instances	area, sq um
well taps	133	166.4
fillers	985	6530
multi-input cells	268	1679
flip-flops and latches	74	1316
repair buffers	6	52.55
clock buffers	7	86.33
inverters	9	33.78
synth_stat cells (3+ instances only):
| master | instances | area [sq um] |
|---|---|---|
| clkbuf_1 | 6 | 22.52 |
| xor2_1 | 20 | 175.2 |
| nand3_1 | 10 | 50.05 |
| nor2_1 | 82 | 307.8 |
| nand4_1 | 8 | 50.05 |
| nor3b_1 | 4 | 30.03 |
| xnor2_1 | 37 | 324.1 |
| buf_4 | 4 | 30.03 |
| or3_1 | 5 | 31.28 |
| a21oi_1 | 6 | 30.03 |
| nor2b_1 | 3 | 18.77 |
| inv_1 | 9 | 33.78 |
| nor3_2 | 4 | 40.04 |
| dfrtp_1 | 4 | 100.1 |
| and3_1 | 3 | 18.77 |
| dlxtn_1 | 37 | 555.5 |
| nand2b_1 | 5 | 31.28 |
| dfxtp_1 | 33 | 660.6 |
| ha_1 | 3 | 37.54 |
| o21ai_0 | 3 | 15.01 |
| nor3_1 | 15 | 75.07 |
| nand2_1 | 19 | 71.32 |
| nor4_1 | 9 | 56.30 |
power by group through the flow:
stage / Clock (uW) / Combinational [uW] / Sequential, uW
after CTS: 201 / 56.1 / 301
after global routing: 213 / 64.3 / 304
final: 193 / 54.2 / 301
worst max-delay path, stage by stage, from the launching register on:
cell     delay, ns
dfxtp_1       0.45
nand4_2       0.17
nor4_1        0.53
nand4_1       0.41
nor3b_1       0.34
xnor2_1       0.15
nor2_1        0.05
logic make-up after synthesis:
family	synth area share, %
DFF	24.68
AOI/OAI and AO/OA	3.410
adders and majority gates	1.218
and+or+nand+nor	32.51
xor gates and xnor gates	16.72
muxes	0.3652
latches	18.02
other	0.1216
buffers and inverters	2.962
cells in the final DEF, fill, tap and decap left out, drive strengths merged, types with 2 or more instances in the layout:
cell type      instances
nand4                 10
inv                    9
nor2                  83
conb                   2
buf                    3
nor3b                  4
dfrtp                  4
xnor2                 38
o21ai                  3
a21oi                  6
or2                    2
clkdlybuf4s50          3
nand2                 19
clkbuf                 7
nand3                 10
nor3                  19
xor2                  20
ha                     3
or4                    4
nor2b                  3
or3                    6
nor4                  12
nand2b                 5
nand3b                 2
dfxtp                 33
dlxtn                 37
and3                   4
registers in the layout, indices dropped and copies added, names as in the netlist:
signal,count
bitcounter,32
state,4
clk_200,1
scl,1
count,32
next,4
metrics by stage:
step                worst slack, ns  instance area, sq um  cells
floorplan                     3.132                  3087    362
global placement              2.937                  3248    490
detailed placement            2.917                  3248    490
CTS                           2.908                  3334    497
global route                  2.820                  3334    497
finish                        2.878                  3334    497
layer usage:
metal	track usage (%)	up-vias
li1	-	1212
met1	15.38	1008
met2	16.20	7
met3	1.230	8
met4	1.625	0
met5	0	-
Power and IR drop assume default switching activity.
